==> flow/design.v <==
module seg_div(
    input       [7:0]val,
    output  reg [3:0]out1, out2
);
always @(*)begin
    if (val > 7'd9)begin
        out1 <= val / 10;
        out2 <= val % 10;
    end
    else begin
        out1 <= 0;
        out2 <= val;
    end
end
endmodule
==> flow/run.sh <==
#!/bin/bash
# OpenROAD 26Q1-2900-gdf79404cd8, Yosys 0.63+post, stock flow scripts
make -C /OpenROAD-flow-scripts/flow DESIGN_CONFIG=/design/flow/config.mk WORK_HOME=/design/flow/orfs finish
==> flow/config.mk <==
export PLATFORM = sky130hd
export DESIGN_NAME = seg_div
export DESIGN_NICKNAME = seg_div
export VERILOG_FILES = /design/flow/design.v
export SDC_FILE = /design/flow/constraint.sdc
export NUM_CORES = 4
export LEC_CHECK = 1
export CORE_AREA = 10 10 70 70
export DIE_AREA = 0 0 80 80
==> flow/constraint.sdc <==
current_design seg_div

set clk_period 4.4
set clk_io_pct 0.2

create_clock -name clk0 -period $clk_period

set non_clock_inputs [all_inputs -no_clocks]
set_input_delay [expr $clk_period * $clk_io_pct] -clock clk0 $non_clock_inputs
set_output_delay [expr $clk_period * $clk_io_pct] -clock clk0 [all_outputs]
==> impl_metrics.tcl <==
# metrics dict for downstream scripts
set metrics [dict create \
    vdd_ir_drop_max_mv 0.0375 \
    initial_utilization_pct 29.2 \
    core.rowCount 21 \
    cts_hold_buffers 0 \
    route.detailed.wl_per_inst_um 14.2 \
    timing.final.hold_violations 0 \
    core_area_um2 3420 \
    timing.critical_path.to_type "output pin" \
    yosys.cell_types.count 56 \
    grt_start_max_net_pins 24 \
    worst-slew-pin-transition_ns 0.484 \
    leakagePower_nw 0.633 \
    drt_iter0_drc 128 \
    power_w 0.000225 \
    synth_area_um2 997 \
    avgSynthCellArea_um2 7.12 \
    n_clock_buffer 0 \
    hpwl_mm 2.30 \
    grt_pass1_vias 1167 \
    grt_util_all_layers_pct 9.95 \
    port-buffer-count 14 \
    final_layout_top_logic_cell "sky130_fd_sc_hd__buf_4" \
    layout.cells.most_common_list "sky130_fd_sc_hd__buf_4 (45), sky130_fd_sc_hd__nand2_1 (12), sky130_fd_sc_hd__a21oi_1 (9), sky130_fd_sc_hd__nor2b_1 (6), sky130_fd_sc_hd__nor2_1 (6)" \
    openroad.warnings 34 \
    hold_path.class "input pin to output pin" \
    postRouteWirelength_mm 3.31 \
    dr.pass1.iters 5 \
    place_ws_ns -0.862 \
    critical_path_arrival_ns 3.49 \
    min-delay-start "val[0]" \
    num_vias 1243 \
    antenna_found_initial 0 \
    final.period_utilization_pct 99.3 \
    ios 16 \
    power_per_cell_area_nw_per_um2 143 \
    setup_repair_after_global_routing_missed_its_margin "yes" \
    fin_util_pct 46.2 \
    ys_cells 140 \
    finalSetupViolations 0 \
    timing_worst_setup_path_type "input pin to output pin" \
    dieWidth_um 80 \
    syn2layout_area_growth_pct 58.1 \
    timing.final.ws_setup_ns 0.0290 \
    maxSlewViolCount 0 \
    max_cap_violations 0 \
    die_y_um 80 \
    vias_per_cell 5.33 \
    yosysSeqAreaShare_pct 0 \
    max_freq_mhz 229 \
    slew-limit-headroom_pct 67.5 \
    n_antenna_cell 0 \
    final_estimated_routing_congestion_in_global_placement 0.957 \
    grt_first_pass_wirelength_mm 5.55 \
    flop_area_um2 0 \
    worst_ep_required_time_ns 3.52 \
    ys.warnings.count 1 \
    fin_crit_ns 4.37 \
    remaining_drc_errors 0 \
    number_of_sequential_cells 0 \
    layout_cells_sized_above_1_pct 47.6 \
    drt.antenna.violating_nets 0 \
    cp-start-kind "input pin" \
    yosysChipArea_um2 997 \
    crit_path_end "out2[3]" \
    die_area_um2 6400 \
    grt_overflow 0 \
    syn-instance-count 140 \
    run_status "finished, final reports clean" \
    timing.critical_path.from "val[7]" \
    crit_path_max_fanout 3 \
]
timing repair:
action                                 4_1_cts  5_1_grt
buffers inserted                             8        1
gates resized                               35       17
setup endpoints to repair                    5        5
cloned                                       1        0
endpoints found under the hold margin        0        0
pin swaps                                   15        7
how the worst min path moves through the flow:
| stage | endpoint | slack [ns] | cells after the start |
|---|---|---|---|
| CTS | out2[0] | 1.76 | 0 |
| global route | out2[0] | 1.76 | 0 |
| finish | out2[0] | 1.76 | 0 |
worst max-delay path: stages:
cell,delay [ns]
sky130_fd_sc_hd__dlygate4sd2_1,0.27
sky130_fd_sc_hd__ha_4,0.29
sky130_fd_sc_hd__buf_6,0.10
sky130_fd_sc_hd__buf_4,0.09
sky130_fd_sc_hd__nand3b_1,0.12
sky130_fd_sc_hd__a21oi_2,0.07
sky130_fd_sc_hd__o311ai_2,0.29
sky130_fd_sc_hd__o221ai_2,0.17
sky130_fd_sc_hd__o31ai_4,0.20
sky130_fd_sc_hd__buf_4,0.15
sky130_fd_sc_hd__nand3_4,0.08
sky130_fd_sc_hd__or4_1,0.41
sky130_fd_sc_hd__and3_1,0.17
sky130_fd_sc_hd__nor3_2,0.09
sky130_fd_sc_hd__buf_2,0.11
layout make-up:
| type | count | area, um^2 |
|---|---|---|
| Tap cell | 46 | 57.6 |
| Timing Repair Buffer | 62 | 497 |
| Multi-Input combinational cell | 120 | 1000 |
| Inverter | 5 | 18.8 |
| Fill cell | 320 | 1840 |
layer usage:
metal	global-route usage, %	part of all wire (%)	up-vias
li1	-	-	628
met1	15.0	51	583
met2	15.6	46	32
met3	0.568	3.2	0
met4	0.704	0	0
met5	0	0	-
through the flow:
stage          TNS (ns)  cell area [um^2]  cells  hold WS [ns]
2_1_floorplan         0               997    140          1.83
4_1_cts         -0.0762              1490    232          1.76
3_3_place_gp      -2.83              1370    223          1.76
5_1_grt          -0.167              1580    233          1.76
3_5_place_dp      -2.91              1370    223          1.76
6_report              0              1580    233          1.76
synth_stat cells, types with 2 or more instances:
| library cell | instances | share of area (%) |
|---|---|---|
| sky130_fd_sc_hd__a21oi_1 | 11 | 5.5 |
| sky130_fd_sc_hd__nor3b_1 | 2 | 1.5 |
| sky130_fd_sc_hd__buf_2 | 6 | 3.0 |
| sky130_fd_sc_hd__o21ai_0 | 6 | 3.0 |
| sky130_fd_sc_hd__nand2_1 | 12 | 4.5 |
| sky130_fd_sc_hd__xnor2_1 | 2 | 1.8 |
| sky130_fd_sc_hd__inv_1 | 5 | 1.9 |
| sky130_fd_sc_hd__nor3_2 | 2 | 2.0 |
| sky130_fd_sc_hd__o211ai_1 | 5 | 3.8 |
| sky130_fd_sc_hd__buf_4 | 4 | 3.0 |
| sky130_fd_sc_hd__nor2_1 | 9 | 3.4 |
| sky130_fd_sc_hd__nand2b_1 | 5 | 3.1 |
| sky130_fd_sc_hd__nand3b_1 | 2 | 1.5 |
| sky130_fd_sc_hd__a2bb2oi_1 | 2 | 1.8 |
| sky130_fd_sc_hd__nand3_1 | 4 | 2.0 |
| sky130_fd_sc_hd__a211oi_1 | 3 | 2.3 |
| sky130_fd_sc_hd__buf_6 | 4 | 4.5 |
| sky130_fd_sc_hd__o31ai_1 | 4 | 3.0 |
| sky130_fd_sc_hd__nor2b_1 | 7 | 4.4 |
| sky130_fd_sc_hd__nor3_1 | 5 | 2.5 |
| sky130_fd_sc_hd__a31oi_1 | 4 | 2.5 |
| sky130_fd_sc_hd__nor3b_2 | 2 | 2.5 |
where the power goes:
part	switching, W	internal (W)	leakage (nW)
sequential	0	0	0
combinational	0.000104	0.000121	0.633
clock	0	0	0
total	0.000104	0.000121	0.633
cell families after synthesis:
logic type	synth area share, %
fa+ha+maj	2.26
compound gates	43.0
mux	1.00
simple gates	39.1
xor+xnor	1.76
buf+inv	12.8
No activity file was given, so power comes from the tool's default toggle rates.
