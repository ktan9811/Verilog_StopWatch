--- run.sh ---
#!/bin/bash
# OpenROAD 26Q1-2900-gdf79404cd8, Yosys 0.63+post, stock flow scripts
make -C /OpenROAD-flow-scripts/flow DESIGN_CONFIG=/design/flow/config.mk WORK_HOME=/design/flow/orfs finish
--- constraint.sdc ---
current_design output_sel

set clk_period 5.1
set clk_io_pct 0.2

create_clock -name clk0 -period $clk_period [get_ports {mclk}]

set non_clock_inputs [all_inputs -no_clocks]
set_input_delay [expr $clk_period * $clk_io_pct] -clock clk0 $non_clock_inputs
set_output_delay [expr $clk_period * $clk_io_pct] -clock clk0 [all_outputs]
--- config.mk ---
export PLATFORM = sky130hd
export DESIGN_NAME = output_sel
export DESIGN_NICKNAME = output_sel
export VERILOG_FILES = /design/flow/design.v
export SDC_FILE = /design/flow/constraint.sdc
export NUM_CORES = 4
export LEC_CHECK = 1
export CORE_AREA = 10 10 103 103
export DIE_AREA = 0 0 113 113
--- design.v ---
module output_sel (
		  input  mclk,
        input  [1:0] state,
        input  [7:0] ms, s, m,
        output wire [7:0] out_ms, out_s, out_m
);
reg  [7:0] lp_ms = 8'b0, lp_s = 8'b0, lp_m = 8'b0;
assign out_ms = ((state==2'd2) ? lp_ms : ms);
assign out_s  = ((state==2'd2) ? lp_s : s);
assign out_m  = ((state==2'd2) ? lp_m : m);
always @(posedge mclk)
begin
	if(state == 2'd1) begin
		lp_ms <= ms;
		lp_s <= s;
		lp_m <= m;
	end
end
endmodule
==> results.toml <==
# synthesis and place-and-route metrics
[global_routing]
global_route_congestion_overflow_total = 0
top_usage_layer = "met2"
maximum_number_of_pins_on_one_net_before_global_route_repair = 25
grt_util_met2 = 0.06452
global_route_wire_length_before_repair_um = 4029
grtUsageMet3 = 0.01709
vias_in_the_first_global_route = 701
use_met1 = 0.05010
track_usage = 0.03997
antenna_found_initial = 0

[final_timing]
count_of_endpoints_failing_setup_in_the_final_report = 0
min_period_ns = 3.829
worst_slew_margin_rel = 0.6202
grt_setup_unrepaired = "false"
post-route-period-util = 0.7507
timing.final.ws_setup_ns = 1.271
fmax_ghz = 0.2612
slew_viol_final = 0
setup_total_negative_slack_ns = 0
worst_slew_pin_slew_ns = 0.5697
timing.final.hold_violations = 0

[routing]
drt-total-wl_um = 2744
drc = 0
detail-route-antenna-nets = 0
via_count = 629
n_antenna_cell = 0
detail_route.iter0.violations = 25
wire_per_inst_um = 13.07
detailedRoute.firstPassIterationCount = 3
route.detailed.vias_per_inst = 2.995

[critical_path]
path_max_fanout = 24
cp.arrival_ns = 2.81
critPathKind = "input pin to output pin"
cp.required_ns = 4.08
kind_of_end_point_of_the_critical_path = "output pin"
startpoint_type = "input pin"

[placement]
finalWeightedCongestion = 0.6955
detailedPlacementHpwl_um = 2227
portBuffers = 50
pre_cts_ws_ns = 1.242

[clock_tree]
tritoncts = "yes"
numCtsBuffers = 3
clkTransAtPathRegs_ns = 0.09
clock-sinks = 24
cts.path.max_buffers = 2
cts-resized-gates = 0
post_cts_hold_buffer_count = 0
cts-htree-levels = 1
cts.root.buffer_cell = "sky130_fd_sc_hd__clkbuf_8"
post_cts_buffers = 0

[run]
warnings = 25
drv.max_cap_violation_count = 0

[synth]
yosys_area_um2 = 1140
yosysCellCount = 53
post_synth_num_cell_types = 7
yosys_warnings = 1
yosysSeqAreaShare = 0.6323
synthesis.instances = 53
netlist_area_um2 = 1140
synth.avg_cell_area_um2 = 21.51
yosys_register_bits = 24

[final_layout]
layout.cells.most_common = "sky130_fd_sc_hd__clkdlybuf4s50_1"
logic_area_um2 = 367.9
share_of_cells_above_drive_strength_1 = 0.2857
seqCellArea_um2 = 720.7
num-fill-cells = 867
final_cell_mix = "sky130_fd_sc_hd__clkdlybuf4s50_1 (50), sky130_fd_sc_hd__edfxtp_1 (24), sky130_fd_sc_hd__mux2_4 (20)"
synthToLayoutAreaGrowth_pct = 55.54

[power_and_ir_drop]
power_density_nw_per_um2 = 245.2
power.leakage_uw = 0.0006260
ir_worst_vdd_v = 0.00008056

[worst_hold_path]
hp-class = "input pin to flip-flop"

[floorplan]
placement_rows = 33
chipArea_um2 = 12770
initial_utilization = 0.1373
dieWidth_um = 113
die_h_um = 113
core_um2 = 8299
design.portCount = 51

[outcome]
run_status = "finished, final reports clean"
-- stage by stage --
stage	hold WS [ns]	total power, µW	std cells	utilization	cell area, µm²
2_1_floorplan	1.119	271.8	53	-	1140
3_3_place_gp	1.599	328.1	206	0.2082	1728
3_5_place_dp	1.611	328.7	206	0.2082	1728
4_1_cts	1.327	447.0	210	0.2136	1773
5_1_grt	1.325	462.3	210	0.2136	1773
6_report	1.335	434.8	210	0.2136	1773
-- cells in the mapped netlist --
| cell | instances | share of area |
|---|---|---|
| sky130_fd_sc_hd__and2b_2 | 1 | 0.0077 |
| sky130_fd_sc_hd__buf_12 | 2 | 0.035 |
| sky130_fd_sc_hd__buf_6 | 1 | 0.0099 |
| sky130_fd_sc_hd__edfxtp_1 | 24 | 0.63 |
| sky130_fd_sc_hd__mux2_2 | 4 | 0.040 |
| sky130_fd_sc_hd__mux2_4 | 20 | 0.26 |
| sky130_fd_sc_hd__nor2b_4 | 1 | 0.012 |
-- cell families (layout without fill, tap and decap cells) --
kind of cell | Yosys count | in the layout | synth area share
buf+inv | 3 | 55 | 0.04501
flops | 24 | 24 | 0.6323
mux | 24 | 24 | 0.3030
simple gates | 2 | 2 | 0.01976
-- routing by layer --
metal  vias up  part of all wire
li1        309                 -
met5         -                 0
met3         2             0.085
met4         0            0.0058
met2        25              0.48
met1       293              0.43
-- power by group --
group / switching (µW) / internal (µW) / total, µW
combinational: 21.7 / 64.7 / 86.4
sequential: 3.07 / 232 / 235
clock: 60.0 / 53.8 / 114
-- final cells by class --
cell class	instances	share of cell area
sequential	24	0.4065
timing repair buffer	51	0.2865
multi-input combinational	26	0.2075
tap	105	0.07410
clock buffer	3	0.02329
clock inverter	1	0.002117
-- state kept, by name, indices dropped and copies added, names as in the netlist --
| signal | count |
|---|---|
| lp_m | 8 |
| lp_ms | 8 |
| lp_s | 8 |
-- critical path, cell delays in order --
cell                              delay, ns
sky130_fd_sc_hd__clkdlybuf4s50_1       0.47
sky130_fd_sc_hd__nor2b_4               0.13
sky130_fd_sc_hd__buf_4                 0.38
sky130_fd_sc_hd__mux2_2                0.38
sky130_fd_sc_hd__clkdlybuf4s50_1       0.42
-- worst paths after layout --
kind,from,endpoint,slack (ns),cells past startpoint
worst max-delay path,state[1],out_ms[7],1.27,5
worst min-delay path,s[7],lp_s[7],1.33,1
No activity file was given, so power comes from the tool's default toggle rates.
