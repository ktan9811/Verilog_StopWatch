### flow/run.sh
#!/bin/bash
# OpenROAD 26Q1-2900-gdf79404cd8, Yosys 0.63+post, stock flow scripts
make -C /OpenROAD-flow-scripts/flow DESIGN_CONFIG=/design/flow/config.mk WORK_HOME=/design/flow/orfs finish
### flow/config.mk
export PLATFORM = sky130hd
export DESIGN_NAME = CLK_DIV
export DESIGN_NICKNAME = CLK_DIV
export VERILOG_FILES = /design/flow/design.v
export SDC_FILE = /design/flow/constraint.sdc
export NUM_CORES = 4
export LEC_CHECK = 1
export CORE_AREA = 10 10 70 70
export DIE_AREA = 0 0 80 80
### flow/constraint.sdc
current_design CLK_DIV

set clk_period 2.8
set clk_io_pct 0.2

create_clock -name clk0 -period $clk_period [get_ports {MCLK}]

set non_clock_inputs [all_inputs -no_clocks]
set_input_delay [expr $clk_period * $clk_io_pct] -clock clk0 $non_clock_inputs
set_output_delay [expr $clk_period * $clk_io_pct] -clock clk0 [all_outputs]
### flow/design.v
module CLK_DIV(input MCLK, output reg MSCLK = 13'd1);
	reg [12:0] cnt = 13'd0;
	always@(posedge MCLK) begin
		if(cnt != 13'd5000) cnt <= cnt + 1;
		else begin
			cnt <= 0;
			MSCLK <= ~ MSCLK;
		end
	end
endmodule
==> results.tsv <==
metric	value	unit
status	complete, no violations	
leakage power	0.2896	nW
Critical Path Sink Type	flip-flop	
Inst Count DP	108	
DRC Markers	0	
Clock Skews	0.009404	ns
number of I/O pins	2	
initial antenna violation count	0	
global-route wire length before repair	1.580	mm
Routed Antenna Nets	0	
fraction of layout cells with a size suffix above 1	10.61	%
worst vdd ir	0.2900	mV
Synth mux share	0	%
Post-synth seq share	47.74	%
clk root buf	clkbuf_4	
post-layout period usage of the worst path	59.11	%
main logic family after synthesis	simple AND/OR/NAND/NOR gates	
worst min path class	reg -> reg	
Max H-tree Level	1	
Port-buffer cells	1	
Final GP Congestion	0.7205	
die width	80	um
Floorplan Utilization	17.80	%
Filler Cell Count	375	
crit path DAT	1.58	ns
clock sink count	14	
core region area	3416	sq um
Tool Warnings	26	
Post-synth EDFFs	1	
Num CTS Buffers	3	
DPL Wire Length	690.7	um
critical path required time	2.72	ns
ys flop type	dfxtp_1	
Hold Vio Cnt, Final	0	
Max-Cap Viols	0	
Synth Area in XOR/XNOR	10.08	%
Synth warnings	1	
synthesized instance count	61	
pwr dens	476.4	nW/um^2
CP Max Fanout	9	
Syn-to-layout area delta	17.08	%
RSZ-0062 raised after global routing	false	
fin crit period	1.655	ns
Adders+Majority by Area	4.115	%
Max Root-Sink Buffers	2	
Initial DRC Count	17	
CP Launch Type	flip-flop	
Tightest Pin Transition	0.5179	ns
# Post-CTS Setup Buffers	0	
clk slew on worst S/H paths	0.08	ns
die height	80	um
Post-CTS Resized	0	
via count	412	
Detailed Routing Iterations Pass 1	4	
setup TNS	0	ns
Layout Cells excl Fill	112	
Syn Area/Cell	9.969	sq um
worst setup margin	1.145	ns
# rows	21	
pins over their slew limit	0	
synth cell count leaders	13 x dfxtp_1, 5 x inv_1, 5 x nor2_1, 5 x xor2_1	
Total Wirelength	963	um
top cells, area	dfxtp_1 43%, xor2_1 7.2%, edfxtp_1 4.9%	
Synth top cell by count	dfxtp_1	
gr usage total	3.078	%
Slew HR	65.21	%
Overflow after GRT	0	
final setup fails	0	
Yosys top cell by area	dfxtp_1	
yosys stat chip area	608.1	sq um
die area	6400	sq um
Crit Path Class	reg -> reg	
area share, top type	42.80	%
Max Clk Rate	604.2	MHz
CTS tree	built	
Post-Synth AOI/OAI Area	7.407	%
Async SR Flop Fraction	0	%
wire length per cell	8.598	um
number of antenna cells inserted	0	
pre-CTS WS	1.149	ns
clk latency late pin	0.27	ns
CTS Hold Bufs	0	
yosys simple share	27.57	%
yosys cell count	61	
largest net degree at the start of global routing	10	
routed vias/inst	3.679	
number of global-route vias before repair	387	
Distinct lib cells used	22	
Post-Syn Area	608.1	sq um
Registers, synthesis	14	
cells in the final DEF (no fill, tap or decap):
master / synthesis / final
o21ai_0: 2 / 2
o31ai_1: 2 / 2
clkbuf_8: 0 / 1
xnor2_1: 2 / 2
nand4_1: 2 / 2
nand4bb_1: 1 / 1
nand2_1: 2 / 2
ha_1: 2 / 2
xor2_1: 5 / 5
dfxtp_1: 13 / 13
clkbuf_4: 0 / 3
inv_1: 5 / 5
nor4_4: 1 / 1
nor3_1: 2 / 2
nand4_2: 1 / 1
clkdlybuf4s50_1: 0 / 1
edfxtp_1: 1 / 1
or3_1: 2 / 2
or4b_4: 1 / 1
nand3_1: 4 / 4
or4_1: 2 / 2
nand2b_1: 1 / 1
a21oi_1: 4 / 4
nor2b_1: 1 / 1
nor2_1: 5 / 5
registers in the layout (all words and copies together) (netlist names):
name	cells
cnt	13
MSCLK	1
through the flow:
| stage | util, % | power (mW) | instance area (sq um) | hold WS, ns |
|---|---|---|---|---|
| after floorplan | - | 0.2056 | 608.1 | 0.4405 |
| after global placement | 19.78 | 0.2056 | 675.6 | 0.4624 |
| after detailed placement | 19.78 | 0.2056 | 675.6 | 0.4682 |
| after CTS | 20.84 | 0.3466 | 711.9 | 0.4823 |
| after global routing | 20.84 | 0.3563 | 711.9 | 0.5060 |
| final | 20.84 | 0.3391 | 711.9 | 0.4780 |
layer usage:
metal / vias to the layer above / global-route usage, % / share of wire (%)
met1: 177 / 3.392 / 51
met3: 2 / 2.159 / 5.5
met4: 0 / 0.3521 / 1.1
met2: 6 / 4.896 / 42
li1: 227 / - / -
met5: - / 0 / 0
where the power goes:
group / switching, mW / leakage, nW / internal, mW
clock network: 0.0593 / 0.0210 / 0.0790
registers: 0 / 0.116 / 0.201
logic: 0 / 0.152 / 0
logic make-up after synthesis:
kind of cell,count (synthesis)
compound gates,8
xor+xnor,7
fa+ha+maj,2
buf+inv,5
flops,14
simple gates,25
worst max-delay path, cell delays in order (launching register included):
cell	delay [ns]
dfxtp_1	0.36
or4b_4	0.54
nor4_4	0.40
area by class of cell:
cell class,instances,area (sq um),share of cell area (%)
inverter,5,18.77,2.636
multi-input combinational,42,299.0,42.00
sequential,14,290.3,40.77
tap,46,57.56,8.084
clock buffer,4,36.28,5.097
timing repair buffer,1,10.01,1.406
final timing paths:
path                start      end  cells past startpoint  slack (ns)
setup / recovery   cnt[6]    MSCLK                      2        1.14
hold / removal    cnt[11]  cnt[11]                      1        0.48
setup reg to reg   cnt[6]    MSCLK                      2        1.14
hold reg to reg   cnt[11]  cnt[11]                      1        0.48
No activity file was given, so power comes from the tool's default toggle rates.
